==> design.v <==
`default_nettype none
`timescale 1ns/1ns
module alu(
    input [3:0] a, b,
    input [2:0] operation,
    output reg [3:0] result,
    output reg zero
);
always @(*) begin
    case (operation)
        3'b000: result = a + b;
        3'b001: result = a - b;
        3'b010: result = a & b;
        3'b011: result = a | b;
        3'b100: result = a ^ b;
        default: result = 4'b0000;
    endcase
    zero = (result == 4'b0000);
end
endmodule
==> run.sh <==
#!/bin/bash
# OpenROAD 26Q1-2900-gdf79404cd8, Yosys 0.63+post, stock flow scripts
make -C /OpenROAD-flow-scripts/flow DESIGN_CONFIG=/design/flow/config.mk WORK_HOME=/design/flow/orfs finish
==> config.mk <==
export PLATFORM = sky130hd
export DESIGN_NAME = alu
export DESIGN_NICKNAME = alu
export VERILOG_FILES = /design/flow/design.v
export SDC_FILE = /design/flow/constraint.sdc
export NUM_CORES = 4
export LEC_CHECK = 1
export CORE_AREA = 10 10 70 70
export DIE_AREA = 0 0 80 80
==> constraint.sdc <==
current_design alu

set clk_period 3.1
set clk_io_pct 0.2

create_clock -name clk0 -period $clk_period

set non_clock_inputs [all_inputs -no_clocks]
set_input_delay [expr $clk_period * $clk_io_pct] -clock clk0 $non_clock_inputs
set_output_delay [expr $clk_period * $clk_io_pct] -clock clk0 [all_outputs]
==> results_dict.tcl <==
# yosys + openroad results
set metrics [dict create \
    endpoint_kind "primary output" \
    yosysCellCount 61 \
    final_util_pct 25.4 \
    outcome "finished clean" \
    rows 21 \
    port_buffers 16 \
    grt_pass1_vias 528 \
    fmax_mhz 333 \
    clockBufferCount 0 \
    path_buffers 4 \
    drive_gt1_share_pct 44.0 \
    ant_nets 0 \
    drtIter0Drc 16 \
    relSlewSlack_pct 77.9 \
    num_io_pins 16 \
    seq_area_um2 0 \
    flop-count 0 \
    grt_usage_pct 4.02 \
    path_class "input port to primary output" \
    crit_path_max_fanout 2 \
    ys_seq_share_pct 0 \
    wl_per_cell_um 9.25 \
    die_area_um2 6400 \
    antenna_found_initial 0 \
    pwr_density_cell_nw_per_um2 163 \
    cpMostUsedCell "buf_4" \
    synthCells 61 \
    grt-ovfl-total 0 \
    period_needed_ns 3.00 \
    lay_top_count "buf_4" \
    warnings 37 \
    slowest_stage "fa_2" \
    grt_start_max_net_pins 8 \
    max_stage_delay_ns 0.52 \
    fp.coreArea_um2 3420 \
    ctsHoldBuffers 0 \
    required_ns 2.48 \
    fill_cells 370 \
    synth.distinct_cells 22 \
    routed_wl_um 1350 \
    initCoreUtil_pct 13.4 \
    routabilityCongestion 0.865 \
    avgSynthCellArea_um2 7.51 \
    dieHeight_um 80 \
    diodes 0 \
    numPlacedInstances 138 \
    ys.warnings.count 1 \
    fin_crit_sh_pct 96.8 \
    path_cells "buf_2, nor2_2, nand2_2, nand2_1, o21ai_2, fa_2, o21ai_1, a22o_1, buf_4, buf_4, dlygate4sd2_1" \
    first_pass_iters 4 \
    leakagePower_uw 0.000454 \
    dieWidth_um 80 \
    syn-cell-area_um2 458 \
    vias 525 \
    hpwl_um 1110 \
    vdd_drop_max_mv 0.0452 \
    hold_viol 0 \
    final_cell_mix "buf_4, inv_1, ha_1" \
    drv_slew 0 \
    hold_path.class "input port to primary output" \
    via_per_inst 3.60 \
    drc 0 \
    final-setup-viol-count 0 \
    cp_top_family "buffers and inverters" \
    grt_pass1_wl_um 2190 \
    crit_path_start_kind "input port" \
    area_delta_synth_final_pct 89.3 \
    final_cells 146 \
    max_cap_viol_count 0 \
    tightest_slew_ns 0.331 \
    ys_area_um2 458 \
    arrival_ns 2.38 \
]
-- worst min-delay path: stages --
cell	delay [ns]
clkbuf_2	0.10
buf_4	0.12
or2_2	0.11
o211a_1	0.14
buf_2	0.08
-- final cells by class --
cell class | instances | area, um2 | share of cell area (%)
multi-input combinational | 47 | 450 | 51.9
timing repair buffer | 40 | 310 | 35.8
tap | 46 | 57.6 | 6.64
inverter | 13 | 48.8 | 5.63
-- through the flow --
stage / worst slack, ns / instance area (um2) / total power [uW] / hold slack [ns] / setup TNS, ns
floorplan: 0.495 / 458 / 56.7 / 1.36 / 0
global placement: -0.611 / 791 / 124 / 2.46 / -1.98
detailed placement: -0.632 / 791 / 125 / 2.46 / -2.04
CTS: 0.0303 / 835 / 135 / 1.84 / 0
global route: -0.00289 / 867 / 161 / 1.86 / -0.00382
finish: 0.0977 / 867 / 141 / 1.79 / 0
-- synth_stat cells (2+ instances only) --
cell type / n / share of area, %
inv_2: 2 / 1.6
mux2i_1: 2 / 4.4
inv_1: 11 / 9.0
nor2_1: 3 / 2.5
a21oi_1: 3 / 3.3
o21ai_1: 3 / 3.3
a32oi_1: 2 / 3.8
nor2b_1: 2 / 2.7
nand2_1: 5 / 4.1
ha_1: 12 / 33
xnor2_1: 5 / 9.6
-- timing repair --
action / 4_1_cts / 5_1_grt
setup buffers: 7 / 1
hold endpoints to repair: 0 / 0
resized: 30 / 9
pin swaps: 14 / 7
setup endpoints to repair: 4 / 4
-- metal layers --
layer / routed length (um) / vias up / global-route usage (%)
li1: - / 285 / -
met5: 0 / - / 0
met4: 0 / 0 / 0
met2: 564 / 10 / 6.42
met3: 63 / 0 / 0.682
met1: 722 / 230 / 5.81
-- path summary, 6_finish.rpt --
| path | depth (start not counted) | slack (ns) | start | to |
|---|---|---|---|---|
| worst max-delay path | 11 | 0.1 | operation[2] | result[1] |
| worst min-delay path | 5 | 1.79 | operation[1] | zero |
-- power by group --
group / switching [uW] / internal, uW
logic: 57.4 / 84.1
registers: 0 / 0
clock network: 0 / 0
total: 57.4 / 84.1
-- kinds of logic (layout without fill, tap and decap cells) --
kind of cell / after synthesis / after routing / share of synthesized area (%)
AND-OR/OR-AND: 14 / 14 / 23.5
XOR/XNOR: 5 / 5 / 9.56
adder cells (fa/ha/maj): 13 / 13 / 37.2
buffers and inverters: 14 / 53 / 11.7
multiplexers: 2 / 2 / 4.37
AND/OR/NAND/NOR: 13 / 13 / 13.7
No activity file was given, so power comes from the tool's default toggle rates.
